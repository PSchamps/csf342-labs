==> /design/flow/design.v <==
`timescale 1ns/1ps
module decoder5to32(
    input [4:0] rd,
    input reg_write_en,
    output [31:0] dec_out
);
assign #1 dec_out = (reg_write_en) ? (32'b1 << rd) : 32'b0;
endmodule
==> /design/flow/run.sh <==
#!/bin/bash
# OpenROAD 26Q1-2900-gdf79404cd8, Yosys 0.63+post, stock flow scripts
make -C /OpenROAD-flow-scripts/flow DESIGN_CONFIG=/design/flow/config.mk WORK_HOME=/design/flow/orfs finish
==> /design/flow/config.mk <==
export PLATFORM = sky130hd
export DESIGN_NAME = decoder5to32
export DESIGN_NICKNAME = decoder5to32
export VERILOG_FILES = /design/flow/design.v
export SDC_FILE = /design/flow/constraint.sdc
export NUM_CORES = 4
export LEC_CHECK = 1
export CORE_AREA = 10 10 70 70
export DIE_AREA = 0 0 80 80
==> /design/flow/constraint.sdc <==
current_design decoder5to32

set clk_period 1.3
set clk_io_pct 0.2

create_clock -name clk0 -period $clk_period

set non_clock_inputs [all_inputs -no_clocks]
set_input_delay [expr $clk_period * $clk_io_pct] -clock clk0 $non_clock_inputs
set_output_delay [expr $clk_period * $clk_io_pct] -clock clk0 [all_outputs]
==> CHANGELOG.md <==
### Changed

- Slew HR: 84.63%
- Core footprint: 3416 um2
- Largest net degree at the start of global routing: 9
- Grt ovf: 0
- DR DRC count: 0
- Max incr delay on CP: 550 ps
- Top cell type by instance count after synthesis: nor2_1
- Sequential power share: 0%
- DRT Pass-1 Iters: 4
- Final setup vio count: 15
- I/O Buffers: 38
- Worst EP required: 1040 ps
- Final WL: 2108 um
- Antenna diode count: 0
- Share of the synthesized area in the top cell type: 51.34%
- FMAX: 676.9 MHz
- Minimum clock period: 1477 ps
- Status: finished, violations left
- Tot GR Track Use: 5.938%
- Setup WS post-layout: -177.4 ps
- Post-Synthesis Cell Area: 234.0 um2
- Most used cell, CP: buf_6
- Die H: 80 um
- Ys Warns: 0
- Initial antenna violation count: 0
- Final ANT Viol Nets: 0
- Core Util, Final: 28.39%
- FP Rows: 21
- Drt wl/cell: 13.34 um
- Kind of end point of the critical path: primary output
- Layout cells sized above 1: 83.93%
- Fillers: 358
- Tot Pwr: 0.1875 mW
- Hold slack final: 871.6 ps
- Synth top cells by count: 32 x nor2_1, 3 x clkbuf_1, 3 x nand4b_1, 3 x nand4bb_1, 2 x nand2b_1
- Syn Inst Count: 47
- Vias: 574
- Vias in the first global route: 544
- GPL Wtd Cong: 0.7986
- Average vias per placed instance: 3.633
- GR Layer Usage met2: 9.390%
- Unrepaired setup endpoints after global routing: yes
- Critical Path Source Type: input port
- Fp util: 6.850%
- FF+latch count: 0
- Yosys Chip Area: 234.0 um2
- First-pass GRT wire length: 3084 um
- Synth Seq Share: 0%
- Final HPWL DP: 1400 um
- CTS Hold Bufs: 0
- Die ar.: 6400 um2
- Critical path's slowest cell: or4b_4
- Register area: 0 um2
- Placement Setup Slack: -814.7 ps
- Ordered cell list for the critical path: buf_6 -> or4b_4 -> buf_6 -> nor2_1 -> buf_2
- P_sw: 0.08351 mW
- Critical Path AT: 1220 ps
- Fin crit share: 113.6%
- Pins over their slew limit: 0
- Failing checks: setup timing
- Die Width: 80 um
- I/O Pins: 38
- Number of clock buffers in the layout: 0
- P&R area growth vs syn: 314.4%
- Fin Setup TNS: -1060 ps
- Sw Share: 44.55%
- Power per cell area: 193.3 nW/um2
- Comb pwr share: 100.0%
- Busiest layer in global routing: met2
- Cell variety after synth: 9
- Worst-margin pin slew: 229.7 ps
- Critical-path maximum fanout: 3
- Synth area leader: nor2_1
- Logic area: 399.1 um2
- Met1 Track Usage GR: 7.992%
- Synthesized area per cell: 4.978 um2
- Static Leakage: 0.4567 nW
- Ys cells: 47
- Final Hold Vio Count: 0
- Max Cap Violations: 0
- Tool warnings: 34
- Peak VDD IR: 0.03613 mV
- Internal power: 0.1040 mW
- Clock network power share: 0%
- Drt initial violations: 6
- Met3 Use GR: 2.159%
- Top cells, area: nor2_1 51%, nand4bb_1 14%, nand4b_1 11%
- HP Class: in2out
- CP Class: in2out
==> per-stage QoR <==
step                instance area (um2)  instances
floorplan                         234.0         47
global placement                  690.7        132
detailed placement                690.7        132
CTS                               878.3        156
global route                      969.7        158
finish                            969.7        158
==> power by group through the flow <==
stage         Combinational [mW]  Sequential [mW]  Clock (mW)
CTS                        0.165                0           0
global route               0.202                0           0
finish                     0.187                0           0
==> worst paths after layout <==
kind	start	endpoint	cells past startpoint
hold / removal	rd[3]	dec_out[16]	4
setup / recovery	rd[0]	dec_out[0]	5
==> kinds of logic (layout without fill, tap and decap cells) <==
family        count (synthesis)  in the layout  share of synthesized area (%)
buf+inv                       3             68                          4.812
simple gates                 44             44                          95.19
==> area by class of cell <==
cell class | instances | area share [%]
multi-input cells | 44 | 41.16
well taps | 46 | 5.935
repair buffers | 68 | 52.90
==> repair_timing <==
item | in CTS | in global routing
pin swaps | 38 | 10
endpoints found under the hold margin | 0 | 0
buffers inserted | 26 | 3
resized | 156 | 28
setup endpoints to repair | 32 | 27
==> cell usage in the layout, fill, tap and decap left out, drive strengths merged <==
cell | Yosys | routed
nand4 | 1 | 1
dlygate4sd2 | 0 | 1
nand2 | 1 | 1
nand2b | 2 | 2
nor2 | 32 | 32
or2 | 1 | 1
nand4b | 3 | 3
clkbuf | 3 | 2
buf | 0 | 65
or4b | 1 | 1
nand4bb | 3 | 3
==> routing by layer <==
layer	routed length, um	vias to the layer above
met5	0	-
li1	-	290
met1	868	262
met3	240	0
met4	0	0
met2	999	22
==> critical path, delay by kind of cell <==
family / cells / cell delay, ps
AND/OR/NAND/NOR: 2 / 610
buffers and inverters: 3 / 330
Power and IR drop assume default switching activity.
