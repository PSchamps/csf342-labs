<file path="./design.v">
`timescale 1ns/1ps
module reg32 (
    input clk,
    input reset,
    input we,
    input [31:0] d,
    output reg [31:0] q
);
always @(posedge clk) begin
    if (reset)
        q <= #1 32'b0;
    else if (we)
        q <= #1 d;
end
endmodule
</file>
<file path="./config.mk">
export PLATFORM = sky130hd
export DESIGN_NAME = reg32
export DESIGN_NICKNAME = reg32
export VERILOG_FILES = /design/flow/design.v
export SDC_FILE = /design/flow/constraint.sdc
export NUM_CORES = 4
export LEC_CHECK = 1
export CORE_AREA = 10 10 91 91
export DIE_AREA = 0 0 101 101
</file>
<file path="./constraint.sdc">
current_design reg32

set clk_period 1.1
set clk_io_pct 0.2

create_clock -name clk0 -period $clk_period [get_ports {clk}]

set non_clock_inputs [all_inputs -no_clocks]
set_input_delay [expr $clk_period * $clk_io_pct] -clock clk0 $non_clock_inputs
set_output_delay [expr $clk_period * $clk_io_pct] -clock clk0 [all_outputs]
</file>
<file path="./run.sh">
#!/bin/bash
# OpenROAD 26Q1-2900-gdf79404cd8, Yosys 0.63+post, stock flow scripts
make -C /OpenROAD-flow-scripts/flow DESIGN_CONFIG=/design/flow/config.mk WORK_HOME=/design/flow/orfs finish
</file>
==> flow_summary.toml <==
# generated from flow reports
[critical_path]
crit_buf_inv = 1
crit_type = "reg -> out"
critical_path.top_delay_family = "flip-flops"
cp_slowest_stage_delay_ps = 310
worstPathArrival_ps = 840
startpoint_type = "flop"
path_max_fanout = 2
cp-end-kind = "primary output"
cpMaxStageDelayCell = "dfxtp_1"
worst_ep_required_time_ps = 880
crit_path_cell_trace = "dlygate4sd2_1"

[placed_design]
gp_congestion = 0.6664
numPortBuffers = 66
dp_hpwl_um = 2302
placed_cell_area_um2 = 1893

[timing]
drv_slew = 0
slew_headroom_pct = 90.64
setup_viol = 0
fmax_mhz = 947.0
worst_slew_pin_slew_ps = 136.6
min_period_over_period_pct = 96.00
hold_violations = 0
rsz0062_at_grt = "no"
fin_crit_ps = 1056
tns_ps = 0
skew_ps = 0
holdWs_ps = 454.0

[finish]
regMostFlops = "q"
stdcell_area_um2 = 1996
final_util_pct = 31.43
area_delta_synth_final_pct = 71.51
largest_reg_flops = 32
reg_top3 = "q x32"
drive_gt1_share_pct = 24.86

[global_route]
grt_pass1_vias = 911
top_usage_layer = "met2"
grt_pass1_wl_um = 4774
grt_max_degree = 33
use_met3_pct = 2.703
gr-usage-met2_pct = 8.108
overflow = 0
grt_use_met1_pct = 7.617
grt_antenna_before_repair = 0
track_usage_pct = 5.689

[floorplanning]
num_rows = 29
core_util_floorplan_pct = 18.33
pin_count = 67
chip_area_um2 = 10200
core_area_um2 = 6350
die.size.x_um = 101
die.size.y_um = 101

[clock_network]
post_cts_buffers = 0
cts_made_buffers = 5
clk_pin_slew_ps = 70
htreeDepth = 2
cts_sinks = 32
clk_path_buf_depth = 2
cts-root-buf = "clkbuf_8"
cts_tree = "built"
hold_buffers = 0
clkLatencyLatePin_ps = 270

[route]
vias = 943
routedWlPerCell_um = 12.40
ant_nets = 0
vias_per_cell = 3.772
first_iter_violations = 15
wirelength_um = 3101
drt_pass1_iterations = 4
drcViolationCount = 0
antenna-diode-count = 0

[yosys]
ys_seq_share_pct = 55.05
ys_cells = 103
netlist_area_um2 = 1164
synth_flops = 32
syn_area_per_cell_um2 = 11.30
syn_inst = 103
yosys_area_um2 = 1164
synth.distinct_cells = 6
yosys_warnings = 1

[power_and_ir_drop]
fin_total_pwr_mw = 2.562
max-vdd-ir-drop_v = 0.0004269
leakage_nw = 0.9425
power_density_nw_per_um2 = 1284

[run]
openroad.warnings = 25
maxCapViolCount = 0

[hold_path]
hp-class = "in -> reg"

[status]
status = "finished clean"
per-stage QoR:
| stage | setup slack [ps] | instances |
|---|---|---|
| after global routing | 0.1612 | 250 |
| after global placement | -13.35 | 242 |
| after CTS | 14.64 | 250 |
| after floorplan | 287.3 | 103 |
| final | 44.03 | 250 |
| after detailed placement | -25.27 | 242 |
repair_timing:
item / 4_1_cts / 5_1_grt
setup endpoints to repair: 32 / 9
resized: 62 / 10
pin swaps: 0 / 0
gates cloned: 0 / 0
cell usage in the layout, fill, tap and decap left out:
cell	Yosys	final
clkinv_2	0	2
clkdlybuf4s15_1	0	9
dfxtp_2	0	31
nor2_1	32	32
buf_2	0	1
clkdlybuf4s50_1	0	33
dlygate4sd2_1	0	23
mux2i_1	32	32
dfxtp_1	32	1
clkbuf_8	0	6
buf_12	3	3
metal layers:
metal | up-vias | part of all wire (%)
li1 | 478 | -
met1 | 417 | 44
met2 | 43 | 42
met3 | 5 | 11
met4 | 0 | 2.5
met5 | - | 0
final cells by class:
| cell class | instances | area [um^2] |
|---|---|---|
| multi-input cells | 64 | 440.4 |
| clock buffers | 6 | 82.58 |
| clock inverters | 2 | 10.01 |
| flip-flops and latches | 32 | 679.4 |
| fillers | 644 | 4354 |
| repair buffers | 69 | 686.9 |
| well taps | 77 | 96.34 |
worst paths after layout:
| path | depth (start not counted) | slack (ps) | start | to |
|---|---|---|---|---|
| worst max-delay path | 1 | 40 | q[30] | q[30] |
| worst min-delay path | 4 | 450 | we | q[11] |
| worst max register to register | 2 | 500 | q[9] | q[9] |
| worst min register to register | 2 | 480 | q[4] | q[4] |
synthesized netlist by cell type (all sizes together):
cell / number / area share (%)
dfxtp: 32 / 55
nor2: 32 / 10
clkbuf: 3 / 0.97
mux2i: 32 / 28
buf: 4 / 6.1
cell families (layout without fill, tap and decap cells):
logic type / count (synthesis) / count (layout) / share of synthesized area [%]
flops: 32 / 32 / 55.05
mux: 32 / 32 / 27.53
simple gates: 32 / 32 / 10.32
buf+inv: 7 / 77 / 7.097
where the power goes:
group	total (mW)	internal (mW)	leakage [nW]	switching [mW]
Combinational	0.370	0.257	0.616	0.113
Clock	0.921	0.499	0.0510	0.422
Sequential	1.27	1.24	0.275	0.0296
Power figures rest on the tool's default switching activity, not on a simulated workload.
